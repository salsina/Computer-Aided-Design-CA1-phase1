==> /design/flow/run.sh <==
#!/bin/bash
# OpenROAD 26Q1-2900-gdf79404cd8, Yosys 0.63+post, stock flow scripts
make -C /OpenROAD-flow-scripts/flow DESIGN_CONFIG=/design/flow/config.mk WORK_HOME=/design/flow/orfs finish
==> /design/flow/config.mk <==
export PLATFORM = sky130hd
export DESIGN_NAME = controller
export DESIGN_NICKNAME = controller
export VERILOG_FILES = /design/flow/design.v
export SDC_FILE = /design/flow/constraint.sdc
export NUM_CORES = 4
export LEC_CHECK = 1
export CORE_AREA = 10 10 70 70
export DIE_AREA = 0 0 80 80
==> /design/flow/constraint.sdc <==
current_design controller

set clk_period 2.1
set clk_io_pct 0.2

create_clock -name clk0 -period $clk_period [get_ports {clk}]

set non_clock_inputs [all_inputs -no_clocks]
set_input_delay [expr $clk_period * $clk_io_pct] -clock clk0 $non_clock_inputs
set_output_delay [expr $clk_period * $clk_io_pct] -clock clk0 [all_outputs]
==> /design/flow/design.v <==
module controller(clk,rst,start,Asel,Bsel,ans_sel,resultRes);
input clk,rst,start;
output wire Asel,Bsel,resultRes;
output wire[1:0] ans_sel;
wire a,b,c,not_a,not_b,not_c;
wire Bsel_1,Bsel_2,ans_sel_0_1,ans_sel_0_2;
wire ns_a,ns_b,ns_c;
wire ns_a_1,ns_a_2,ns_b_1,ns_b_2,ns_c_1,ns_c_2,ns_c_3;
not not1(not_a,a);
not not2(not_b,b);
not not3(not_c,c);
and and1(resultRes,not_a,not_b,c); 
and and2(Asel,a,not_b); 
and and3(Bsel_1,not_a,b,c);
and and4(Bsel_2,a,not_b,c);
or or1(Bsel,Bsel_1,Bsel_2); 
and and5(ans_sel[1],a,not_b,c); 
and and6(ans_sel_0_1,not_a,b,c);
and and7(ans_sel_0_2,a,not_b,not_c);
or or2(ans_sel[0],ans_sel_0_1,ans_sel_0_2); 
and and8(ns_a_1,not_a,b,c);
and and9(ns_a_2,a,not_b,not_c);
or or3(ns_a,ns_a_1,ns_a_2); 
and and10(ns_b_1,not_a,b,not_c);
and and11(ns_b_2,not_a,not_b,c);
or or4(ns_b,ns_b_1,ns_b_2); 
and and12(ns_c_1,not_a,b,not_c);
and and13(ns_c_2,not_c,start,not_a);
and and14(ns_c_3,a,not_b,not_c);
or or5(ns_c,ns_c_1,ns_c_2,ns_c_3); 
dff dff1 (clk, rst, ns_a, a);
dff dff2 (clk, rst, ns_b, b);
dff dff3 (clk, rst, ns_c, c);
endmodule
module dff(clk,rst,in,out);
input clk,rst,in;
output  reg out;
  always@(posedge clk, posedge rst) begin
    if (rst) out <= 1'b0;
    else out <= in;
  end
endmodule
==> impl_metrics.toml <==
# synthesis and place-and-route metrics
[grt]
grt.total_usage_pct = 1.46
first_global_vias = 165
grt_overflow = 0
grt_max_degree = 9
grt_antenna_before_repair = 0
grt_pass1_wl_microns = 731

[floorplan]
die_area_sq_um = 6400
rows = 21
die_h_microns = 80
die_w_microns = 80
ios = 8
fp_util_pct = 6.37
core-area_sq_um = 3420

[yosys]
ys_area_sq_um = 218
syn_inst = 20
ys_ff = 3
ys_seq_share_pct = 34.5
synth_cell_type_count = 13
ys_warn_count = 1
syn_area_sq_um = 218
yosys_cells = 20
postSynthAreaPerCell_sq_um = 10.9

[routing]
wl_per_cell_microns = 6.42
n_antenna_cell = 0
via_count = 147
ant_nets = 0
drc = 0
viasPerCell = 2.01
drt-total-wl_microns = 469
firstDrtPassIters = 1
drt_iter0_markers = 0

[job]
cap_violations = 0
warnings = 25

[clock_tree]
cts_hold_buf = 0
h-tree-depth = 1
root_buffer = "clkbuf_4"
cts_resized = 0
postCtsSetupBuffers = 0
cts_buffer_depth = 2
numCtsBuffers = 3
path_clk_slew_ns = 0.04
cts_sinks = 3
cts_tree = "yes"
clk_latency_ns = 0.24

[critical_path]
critical_path_class = "reg2out"
crit_fanout = 8
arrival_ns = 1.59
cp-startpoint = "dff2.out"
r2r_end = "dff1.out"
reg2reg_setup_slack_ns = 1.16
cp-start-kind = "flop"
cp.required_ns = 1.68
reg2reg_from = "dff2.out"
endpoint_kind = "primary output"
ff2ff_path_depth = 2

[timing]
tns_ns = 0
fin_crit_ns = 2.01
setup_viol = 0
worst_pin_slew_ns = 0.388
slew_viol_final = 0
finalHoldViolCount = 0
relSlewSlack_pct = 74.1
max_freq_mhz = 498
clock_skew_ns = 0.0000254
finalClockPeriodUsage_pct = 95.6
rsz0062_at_grt = "false"

[cells_and_area]
area_growth_pct = 53.4
fin_util_pct = 9.78
drive_gt1_share_pct = 29.6

[place]
gp_congestion = 0.649
numPortBuffers = 7
post-dp-hpwl_microns = 371

[min_path]
hold_path_class = "in2async"

[power_and_ir_drop]
leakagePower_uw = 0.000114
p_per_area_nw_per_um2 = 1300
vdd_drop_max_v = 0.000204

[outcome]
status = "finished, final reports clean"
-- state kept, by name, indices dropped and copies added, names as in the netlist --
| register | count |
|---|---|
| dff3.out | 1 |
| dff1.out | 1 |
| dff2.out | 1 |
-- placed cells by master, fill, tap and decap left out --
master / instances
nor3b_2: 1
xnor2_1: 2
nor3_1: 1
clkdlybuf4s50_1: 7
nand2_1: 1
nor3_2: 1
clkbuf_1: 1
inv_1: 2
nor2_1: 2
nor2b_4: 1
a211oi_2: 1
dfrtp_1: 3
clkbuf_4: 3
o2bb2ai_2: 1
-- cell usage after synthesis (all sizes together) --
library cell | instances | area (sq um)
nand2 | 1 | 3.75
nor2 | 2 | 7.51
nor3b | 1 | 12.5
buf | 4 | 37.5
o2bb2ai | 1 | 15.0
inv | 2 | 7.51
nor2b | 1 | 13.8
nor3 | 2 | 15.0
xnor2 | 2 | 17.5
dfrtp | 3 | 75.1
a211oi | 1 | 12.5
-- logic make-up (layout without fill, tap and decap cells) --
logic type / Yosys count / in the layout / synth area share [%]
AND/OR/NAND/NOR: 7 / 7 / 24.1
buffers and inverters: 6 / 13 / 20.7
AND-OR/OR-AND: 2 / 2 / 12.6
flip-flops: 3 / 3 / 34.5
XOR/XNOR: 2 / 2 / 8.05
-- per-stage QoR --
| stage | cells | setup slack (ns) | power [uW] | area, sq um | hold WS [ns] |
|---|---|---|---|---|---|
| floorplan | 20 | 0.863 | 287 | 218 | 0.174 |
| global placement | 69 | 0.344 | 331 | 308 | 0.505 |
| detailed placement | 69 | 0.334 | 338 | 308 | 0.515 |
| CTS | 73 | 0.0703 | 445 | 334 | 0.357 |
| global route | 73 | 0.0277 | 466 | 334 | 0.372 |
| finish | 73 | 0.0930 | 435 | 334 | 0.358 |
-- worst max path at each step --
stage	depth (start not counted)	end	slack (ns)
4_1_cts	3	ans_sel[0]	0.07
5_1_grt	3	ans_sel[0]	0.03
6_report	3	ans_sel[0]	0.09
-- area by class of cell --
type | instances | area [sq um]
Tap cell | 46 | 57.6
Inverter | 2 | 7.51
Timing Repair Buffer | 7 | 70.1
Multi-Input combinational cell | 11 | 97.6
Fill cell | 406 | 3080
Clock buffer | 4 | 26.3
Sequential cell | 3 | 75.1
-- power by group --
group,total [uW],internal (uW),switching [uW]
clock,103,71.3,31.5
sequential,146,84.4,61.9
combinational,186,129,57.1
-- metal layers --
layer | GRT usage, % | wire length, microns | up-vias
li1 | - | - | 74
met1 | 1.40 | 176 | 64
met2 | 2.17 | 227 | 6
met3 | 1.14 | 44 | 3
met4 | 0.880 | 21 | 0
met5 | 0 | 0 | -
-- critical path, stage by stage (launching register included) --
cell             delay [ns]
dfrtp_1                0.57
nand2_1                0.11
o2bb2ai_2              0.18
clkdlybuf4s50_1        0.49
Power is estimated from default activity; no workload was simulated.
